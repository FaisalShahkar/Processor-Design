**design.v**
```verilog
module adder(
  input wire [32-1:0]	a,
  input wire [32-1:0]	b,
  output wire [32-1:0] y
);
	assign y = a + b;
endmodule
```
**config.mk**
```make
export PLATFORM = sky130hd
export DESIGN_NAME = adder
export DESIGN_NICKNAME = adder
export VERILOG_FILES = /design/flow/design.v
export SDC_FILE = /design/flow/constraint.sdc
export NUM_CORES = 4
export LEC_CHECK = 1
export CORE_AREA = 10 10 107 107
export DIE_AREA = 0 0 117 117
```
**constraint.sdc**
```tcl
current_design adder

set clk_period 24.1
set clk_io_pct 0.2

create_clock -name clk0 -period $clk_period

set non_clock_inputs [all_inputs -no_clocks]
set_input_delay [expr $clk_period * $clk_io_pct] -clock clk0 $non_clock_inputs
set_output_delay [expr $clk_period * $clk_io_pct] -clock clk0 [all_outputs]
```
**run.sh**
```bash
#!/bin/bash
# OpenROAD 26Q1-2900-gdf79404cd8, Yosys 0.63+post, stock flow scripts
make -C /OpenROAD-flow-scripts/flow DESIGN_CONFIG=/design/flow/config.mk WORK_HOME=/design/flow/orfs finish
```
==> flow_metrics.py <==
# Auto-generated metrics
metrics = {
    "grt": {
        "grt_overflow": 0,
        "grt_max_degree": 11,
        "grt_pass1_vias": 2099,
        "antenna_found_initial": 0,
        "grt_pass1_wl_um": 10100,
        "grt_usage": 0.0888,
    },
    "route": {
        "antenna_cells": 0,
        "first_pass_iters": 4,
        "wl_met3_um": 696,
        "vias_per_cell": 4.86,
        "wl_met2_um": 2860,
        "highest_layer": "met3",
        "drt_iter0_markers": 81,
        "met1Wirelength_um": 2790,
        "drc": 0,
        "drt-total-wl_um": 6350,
        "vias": 2125,
        "wl_per_cell_um": 14.5,
        "ant_nets": 0,
    },
    "critical_path": {
        "critical_path.top_delay_family": "AND-OR/OR-AND gates",
        "cp_cell_sequence": "clkdlybuf4s50_1 > ha_1 > fa_1 > a21o_1 > a31o_2 > nand3_1 > o221ai_1 > a311oi_1 > o21bai_1 > xor2_1 > clkdlybuf4s50_1",
        "crit_top_cell": "clkdlybuf4s50_1",
        "worstPathBufferInverterCount": 2,
        "arrival_ns": 7.82,
        "criticalPathCategory": "in2out",
        "cp-end-kind": "output port",
        "slowest_stage": "clkdlybuf4s50_1",
        "cp.required_ns": 19.28,
        "worstPathMaxFanout": 4,
        "critPathLaunchType": "input port",
        "cpPeakStageDelay_ns": 0.50,
    },
    "yosys": {
        "ys_cells": 241,
        "synthTopCellsByArea": "ha_1 22%, a21oi_1 8.3%, a21o_1 8.2%",
        "yosys_warnings": 0,
        "synth_area_mm2": 0.00174,
        "synthTopCellsByCount": "31 x ha_1, 29 x a21oi_1, 19 x a21o_1, 18 x nand2_1, 15 x xor2_1",
        "top_cell_area_share": 0.222,
        "synth_seq_share": 0,
        "yosys_area_mm2": 0.00174,
        "syn_avg_cell_area_um2": 7.24,
        "most_common_cell": "ha_1",
        "synth_cell_type_count": 50,
        "syn_inst": 241,
        "top_area_cell": "ha_1",
    },
    "flow_run": {
        "cap_violations": 0,
        "warning_count": 32,
    },
    "power_and_ir_drop": {
        "pwr-share-comb": 1.000,
        "ir_drop_v": 0.0000146,
        "netSwitchingFraction": 0.406,
        "internal-power_mw": 0.0484,
        "power_frac_seq": 0,
        "p_per_area_mw_per_mm2": 29.1,
        "clkPwrFrac": 0,
        "p_leak_nw": 1.18,
        "p_switching_mw": 0.0331,
        "totalPowerFinal_mw": 0.0815,
    },
    "timing": {
        "worst_slew_margin_rel": 0.619,
        "slew_violations": 0,
        "grt_setup_unrepaired": "no",
        "hold_viol": 0,
        "tightestPinTransition_ns": 0.557,
        "finalSetupTns_ns": 0,
        "fin_crit_sh": 0.525,
        "setup_viol": 0,
        "period_needed_ns": 12.64,
        "max_freq_mhz": 79.1,
    },
    "floorplan": {
        "core_area_mm2": 0.00920,
        "num_rows": 35,
        "die_y_um": 117,
        "die_x_um": 117,
        "die_area_mm2": 0.0137,
        "fp-utilization": 0.190,
        "pin_count": 96,
    },
    "clock_network": {
        "cts_setup_buffers": 0,
        "post_cts_resized": 0,
        "hold_buffers": 0,
    },
    "finish": {
        "nClkBuffers": 0,
        "syn_to_final_growth_pct": 60.5,
        "flop-count": 0,
        "fillerInstances": 993,
        "fin_cells": 437,
        "final_area_mm2": 0.00280,
        "drive_above_1_share": 0.0307,
        "final-seq-area_um2": 0,
    },
    "placement": {
        "dpl.hpwl_um": 5590,
        "portBuffers": 96,
        "placed_cell_area_mm2": 0.00280,
        "gp_congestion": 0.828,
        "post-place-cells": 437,
    },
    "status": {
        "status": "completed",
    },
    "min_path": {
        "hp-class": "in2out",
    },
}
==> cells by family after synthesis <==
family                     after synthesis  share of synthesized area
xor gates and xnor gates                28                      0.141
adders and majority gates               32                      0.234
AOI/OAI and AO/OA                       97                      0.393
and+or+nand+nor                         65                      0.183
muxes                                    2                     0.0115
buffers and inverters                   17                     0.0380
==> stage by stage <==
stage	util	setup slack, ns	hold slack (ns)
global placement	0.304	11.48	10.67
CTS	0.304	11.44	10.68
detailed placement	0.304	11.45	10.68
floorplan	-	12.63	9.71
finish	0.304	11.46	10.67
global route	0.304	11.29	10.71
==> placed cells by master (no fill, tap or decap), types with 3 or more instances in the layout <==
master	netlist	routed
ha_1	31	31
or2_2	3	3
nor3_1	4	4
nand4_1	8	8
xor2_1	15	15
clkdlybuf4s50_1	0	96
o211ai_1	3	3
a21oi_1	29	29
inv_1	6	6
o21ai_0	13	13
xnor2_1	13	13
a21o_1	19	19
nor2_1	12	12
nand2_1	18	18
o21bai_1	4	4
nand3_1	10	10
a211oi_1	3	3
a31oi_1	3	3
==> path summary, 6_finish.rpt <==
check | from | endpoint | slack (ns) | depth (start not counted)
worst min-delay path | b[0] | y[0] | 10.67 | 3
worst max-delay path | a[0] | y[26] | 11.46 | 11
==> area by class of cell <==
type,instances,area [um^2],share of cell area
multi-input combinational,224,1680,0.599
timing repair buffer,96,961,0.343
tap,111,139,0.0496
inverter,6,22.5,0.00804
==> power by group through the flow <==
stage                 Combinational (mW)  Sequential (mW)  Clock (mW)
after global routing              0.0906                0           0
final                             0.0815                0           0
after CTS                         0.0827                0           0
==> worst min-delay path, stage by stage <==
cell and delay [ns]:
clkdlybuf4s50_1 0.46, ha_1 0.11, clkdlybuf4s50_1 0.46
==> routing by layer <==
metal  vias up  track usage
met5         -            0
met4         0            0
met3         0       0.0289
met2        66        0.153
met1       961        0.112
li1       1098            -
Power is estimated from default activity; no workload was simulated.
