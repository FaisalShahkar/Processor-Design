**/design/flow/run.sh**
```bash
#!/bin/bash
# OpenROAD 26Q1-2900-gdf79404cd8, Yosys 0.63+post, stock flow scripts
make -C /OpenROAD-flow-scripts/flow DESIGN_CONFIG=/design/flow/config.mk WORK_HOME=/design/flow/orfs finish
```
**/design/flow/constraint.sdc**
```tcl
current_design alu32

set clk_period 21.0
set clk_io_pct 0.2

create_clock -name clk0 -period $clk_period

set non_clock_inputs [all_inputs -no_clocks]
set_input_delay [expr $clk_period * $clk_io_pct] -clock clk0 $non_clock_inputs
set_output_delay [expr $clk_period * $clk_io_pct] -clock clk0 [all_outputs]
```
**/design/flow/design.v**
```verilog
module alu32(
	input wire [31:0]	a,
  input wire [31:0]	b,
  input wire [3:0]	ALUControl,
  output reg [31:0]	result);
	wire signed [31:0]	a_signed, b_signed;
	assign a_signed = a;
	assign b_signed = b;
	always @(*) begin
		case (ALUControl)
			4'b0000: result = a + b;
			4'b0001: result = a - b;
			4'b0010: result = a & b;
			4'b0011: result = a | b;
			4'b0100: result = a ^ b;
			4'b0101: result = a << b[4:0];								 
			4'b0110: result = a >> b[4:0];								 
			4'b0111: result = a >>> b[4:0];							 
			4'b1000: result = (a == b) ? 1 : 0;						 
			4'b1001: result = (a < b) ? 1 : 0;							 
			4'b1010: result = (a_signed < b_signed) ? 1 : 0;			 
			4'b1011: result = (a >= b) ? 1 : 0;						 
			4'b1100: result = (a_signed >= b_signed) ? 1 : 0;			 
			4'b1101: result = (a_signed + b_signed) & 32'hFFFFFFFE;	 
			default: result = 32'hXXXXXXXX;
		endcase
	end
endmodule
```
**/design/flow/config.mk**
```make
export PLATFORM = sky130hd
export DESIGN_NAME = alu32
export DESIGN_NICKNAME = alu32
export VERILOG_FILES = /design/flow/design.v
export SDC_FILE = /design/flow/constraint.sdc
export NUM_CORES = 4
export LEC_CHECK = 1
export CORE_UTILIZATION = 50
```
==> impl_metrics.yaml <==
# flow metrics
finish:
  n_fill_cell: 1584
  final_area_um2: 9320
  areaGrowthSynthToFinish_pct: 11.60
  combGateArea_um2: 7517
  layoutNonFillerInstCount: 1483
  seq_cell_count: 0
  post_route_cells_drive_above_1_share_pct: 7.267
  sequential_cell_area_um2: 0
  clock_buffer_count: 0
die:
  core_util_floorplan_pct: 51.82
  core-area_um2: 16120
  fp.dieArea_um2: 17220
  rows: 46
  dieWidth_um: 131.2
  die_h_um: 131.2
  i_o_pins: 100
final_timing:
  timing.fmax_mhz: 76.19
  slew_headroom_pct: 46.05
  grt_setup_unrepaired: "no"
  timing.final.crit_period_ns: 13.12
  timing.final.hold_violations: 0
  maxSlewViolCount: 0
  post-route-worst-setup-slack_ns: 7.876
  period_used_pct: 62.50
  worst-slew-pin-transition_ns: 0.8092
  setup_violations_final: 0
  sum_of_negative_setup_slack_ns: 0
critical_path:
  critical_path.cell_chain: "buf_2 > buf_4 > inv_2 > ha_1 > a211oi_1 > o21ai_1 > o311ai_2 > a211o_1 > a211oi_1 > o21ai_1 > nand2_1 > xnor2_1 > o41ai_1 > a221oi_1 > clkdlybuf4s50_1"
  critPathBufInv: 4
  worstSetupEndpointType: "output pin"
  critPathKind: "input port to output pin"
  cpMaxStageDelayCell: "buf_4"
  timing.critical_path.slowest_cell_delay_ns: 0.56
  worst_ep_arrival_time_ns: 8.92
  crit_path_required_time_ns: 16.80
  cpLargestDelayFamily: "AND-OR/OR-AND gates"
  critical_path.max_fanout: 60
  critical_path.startpoint_type: "input port"
synthesis:
  synth_adder_area_share_pct: 15.16
  synth.cellmix.xorXnorShare_pct: 0.3146
  ys_top_cells_by_count: "nor2_1 (152), a21oi_1 (117), inv_1 (99)"
  multiplexer_share_pct: 14.91
  synth_area_um2: 8352
  synth_seq_share_pct: 0
  yosys_stat_cell_total: 1236
  synth-simple-area-share_pct: 20.42
  synth.logic.top_family: "AND-OR/OR-AND gates"
  yosys-top-cells-area: "ha_1 (15%), mux4_2 (9.7%), a21oi_1 (7.0%)"
  yosysMostFrequentCell: "nor2_1"
  synth_cell_type_count: 86
  synth_warnings: 1
  yosys-stat-area_um2: 8352
  yosys.area.top_type: "ha_1"
  synth_top_area_share_pct: 14.68
  post_synth_inst_count: 1236
  compound_gate_portion_of_the_synthesized_area_pct: 39.03
  synth.avg_cell_area_um2: 6.757
run_status:
  status: "finished clean"
detailed_routing:
  drt-initial-drc-count: 1461
  vias: 10360
  viasPerCell: 6.987
  drt-pass1-iter-count: 6
  drc: 0
  final_antenna_net_count: 0
  detail_route.wl_per_cell_um: 24.59
  routed_wirelength_mm: 36.47
place:
  post-place-cells: 1482
  place_ws_ns: 8.064
  gp_congestion: 1.066
  detailed_place.area_um2: 9318
  post-dp-hpwl_mm: 28.45
  buffer_ports.inserted: 100
grt:
  grt_pass1_wl_mm: 55.41
  grt_overflow_total: 0
  grt_start_max_net_pins: 64
  grt_pass1_vias: 9177
  grt_antenna_before_repair: 1
  groute.usage.overall_pct: 42.45
clock_tree:
  postCtsHoldBufs: 0
  cts_repair_resize_count: 0
  post_cts_buffers: 0
power:
  switching_share_pct: 59.81
  p_seq_share_pct: 0
  share_of_power_burned_in_the_clock_network_pct: 0
  leakagePower_uw: 0.003877
  p_sw_uw: 163.8
  cellInternalPower_uw: 110.1
  power_per_cell_area_nw_per_um2: 29.38
  vdd.ir_drop.worst_uv: 18.77
  p_comb_share_pct: 100.0
flow_run:
  maxCapViolCount: 0
  tool_warnings: 99
hold_path:
  min-delay-path-class: "input port to output pin"
power groups by stage:
stage / Sequential, uW / Combinational (uW) / Clock [uW]
5_1_grt: 0 / 293 / 0
4_1_cts: 0 / 266 / 0
6_report: 0 / 274 / 0.000000994
layout make-up:
class	instances	area share (%)
inverter	107	4.336
antenna	1	0.02685
timing repair buffer	119	12.08
tap	216	2.900
multi-input combinational	1040	80.66
per-stage QoR:
step | utilization (%) | hold slack, ns | total power, uW
after CTS | 57.82 | 9.573 | 265.6
final | 57.83 | 9.595 | 273.8
after floorplan | - | 8.571 | 166.5
after detailed placement | 57.82 | 9.558 | 264.0
after global placement | 57.82 | 9.574 | 264.9
after global routing | 57.82 | 9.650 | 293.2
worst min-delay path: cells and delay by family:
family / cells / cell delay, ns
and+or+nand+nor: 2 / 0.30
AOI/OAI and AO/OA: 1 / 0.22
buffers and inverters: 2 / 0.67
final timing paths:
| kind | startpoint | endpoint | slack, ns | cells after the start |
|---|---|---|---|---|
| max | b[1] | result[27] | 7.88 | 15 |
| min | b[0] | result[17] | 9.59 | 5 |
per-layer routing:
layer,global-route usage [%],vias up,wire length (um)
met4,9.935,2,1076
met2,59.04,712,14850
li1,-,4718,-
met3,9.599,77,4988
met5,0,-,11
met1,66.09,4852,15540
cells in the final DEF (no fill, tap or decap), types with 29 or more instances in the layout:
cell type        count
a21oi_1            117
clkdlybuf4s50_1     96
ha_1                98
inv_1               99
mux2i_1             40
mux4_2              36
nand2_1             93
nand3_1             32
nor2_1             152
nor3_1              29
o21ai_0             83
cells by family after synthesis:
group,after synthesis
fa+ha+maj,100
mux,79
buf+inv,196
xor+xnor,3
compound gates,481
simple gates,377
No activity file was given, so power comes from the tool's default toggle rates.
