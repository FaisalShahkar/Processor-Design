### /design/flow/run.sh
#!/bin/bash
# OpenROAD 26Q1-2900-gdf79404cd8, Yosys 0.63+post, stock flow scripts
make -C /OpenROAD-flow-scripts/flow DESIGN_CONFIG=/design/flow/config.mk WORK_HOME=/design/flow/orfs finish
### /design/flow/config.mk
export PLATFORM = sky130hd
export DESIGN_NAME = mux_2x1
export DESIGN_NICKNAME = mux_2x1
export VERILOG_FILES = /design/flow/design.v
export SDC_FILE = /design/flow/constraint.sdc
export NUM_CORES = 4
export LEC_CHECK = 1
export CORE_AREA = 10 10 71 71
export DIE_AREA = 0 0 81 81
### /design/flow/constraint.sdc
current_design mux_2x1

set clk_period 1.0
set clk_io_pct 0.2

create_clock -name clk0 -period $clk_period

set non_clock_inputs [all_inputs -no_clocks]
set_input_delay [expr $clk_period * $clk_io_pct] -clock clk0 $non_clock_inputs
set_output_delay [expr $clk_period * $clk_io_pct] -clock clk0 [all_outputs]
### /design/flow/design.v
module mux_2x1(
  input wire [32-1:0] a,
  input wire [32-1:0] b,
  input wire        sel,
  output wire [32-1:0] y
              );
	assign y = sel ? b : a;  
endmodule
==> notes.md <==
run metrics: number of global-route vias before repair=787, initial antenna violation count=0, total die size=6560 um^2, cycle use final=1.09, VDD IR-drop max=0.170 mV, Floorplan Core Area=3630 um^2, fmax=about 900 MHz, Worst Setup Path Type=in2out, worst path bufs/invs=3, HP Start=b[29], GRT Residual Overflow=0, Yosys Chip Area=between 500 and 600 um^2, row cnt=22, WHS Endpoint=y[29], CP Max Fanout=8, cell mode on critical path=buf_16, P&R area growth vs syn=193%, tool warnings=34, first-pass GRT wire length=4.18 mm, Iteration-0 DRC Markers=7, vias=706, Slew @ Worst Pin=0.110 ns, worst path required time=0.80 ns, YS warnings=0, Final WS setup=-0.0908 ns, largest net degree at the start of global routing=9, CP arrival=slightly below 0.9 ns, filler cell count in the final layout=369, ys cells=36, Logic area=480 um^2, failing checks=negative setup slack, synthesized area=544 um^2, count of input and output buffers=about 97, setup TNS=-2.61 ns, final wirelength=2.95 mm, Core Density at Floorplan=0.150, post-synthesis cell type count=4, area leader, netlist=mux2_4, Final ANT Viol Nets=0, Routed wire per std cell=around 16 um, non-filler instance count after layout=184, placed cell count=180, max_slew headroom=0.926, Critical path origin=sel, chip width=81 um, Synth Seq Share=0, outcome=complete, but fails checks, First-pass DRT Iterations=2, Setup crit end kind=primary output, Final GP Congestion=0.809, CP Cell Sequence=buf_16, buf_16, mux2_4, buf_6, DRC viols=0, Slowest cell on crit path=mux2_4, Fin. Hold Viols=0, HPWL Detailed=2.53 mm, top cells by area=mux2_4 (83%), buf_12 (11%), mux2_2 (4.1%), fin crit period=1.09 ns, setup repair bufs after CTS=0, die y size=81 um, vias per cell=3.84, Leak=0.860 nW, Crit path max-delay family=buffers and inverters, share of cells above drive strength 1=0.529, synthesized area per cell=15.1 um^2, Tot GR Track Use=0.0808, pwr/cell area=397 nW/um^2, RSZ-0062 raised after global routing=true, max_cap viols=0, Tightest Hold Check Type=in2out, n_diodes=0, Hold WS=0.770 ns, CP Launch Type=primary input, CLK BUF=0, hold path cells=3, CP max stage delay=approximately 0.30 ns, sequential cell count=0, # setup viols final=31, IO Count=97, Flop area=0 um^2, Max Slew Vio Count=0, Syn Inst Count=36, Area leader share=0.828
## synthesized netlist by cell type, drive strengths merged
| cell | n |
|---|---|
| buf | 4 |
| mux2 | 32 |
## cell families after synthesis
kind of cell           count (synthesis)  share of synthesized area
muxes                                 32                      0.869
buffers and inverters                  4                      0.131
## report_power, final
| group | internal (mW) | leakage (nW) | switching, mW |
|---|---|---|---|
| logic | 0.490 | 0.860 | 0.142 |
| clock network | 0 | 0 | 0 |
| registers | 0 | 0 | 0 |
| total | 0.490 | 0.860 | 0.142 |
## layout make-up
class,instances,area share
Multi-Input combinational cell,32,0.302
Tap cell,48,0.0377
Timing Repair Buffer,104,0.661
## routing by layer
metal  global-route usage  routed length, um
met1               0.0948               1110
met3               0.0323                347
met5                    0                  0
met2                0.144               1490
met4                    0                  0
## layout by cell type (no fill, tap or decap)
cell and instances:
buf_12 2, buf_16 5, buf_2 9, buf_4 1, buf_6 23, clkdlybuf4s15_1 2
dlygate4sd2_1 62, mux2_4 32
## how the worst max path moves through the flow
stage / slack [ns] / to / cells past startpoint
5_1_grt: -0.11 / y[10] / 4
6_report: -0.09 / y[25] / 4
4_1_cts: -0.1 / y[25] / 4
## worst min-delay path: stages
cell and delay, ns:
clkdlybuf4s15_1 0.16, mux2_4 0.14, buf_6 0.08
## per-stage QoR
| step | worst slack (ns) | cell area, um^2 | power [mW] | utilization |
|---|---|---|---|---|
| floorplan | 0.0669 | 544 | 0.206 | - |
| global placement | -0.521 | 1550 | 0.659 | 0.426 |
| detailed placement | -0.519 | 1550 | 0.662 | 0.426 |
| CTS | -0.0962 | 1530 | 0.604 | 0.421 |
| global route | -0.113 | 1590 | 0.676 | 0.438 |
| finish | -0.0908 | 1590 | 0.632 | 0.438 |
## timing repair
action	in CTS	in global routing
endpoints found under the setup margin	32	32
hold buffers	0	0
gates resized	185	11
gates cloned	4	0
Power is estimated from default activity; no workload was simulated.
